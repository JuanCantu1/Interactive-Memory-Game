===== design/flow/constraint.sdc =====
current_design TopModule

set clk_period 3.8
set clk_io_pct 0.2

create_clock -name clk0 -period $clk_period [get_ports {clk}]

set non_clock_inputs [all_inputs -no_clocks]
set_input_delay [expr $clk_period * $clk_io_pct] -clock clk0 $non_clock_inputs
set_output_delay [expr $clk_period * $clk_io_pct] -clock clk0 [all_outputs]

===== design/flow/config.mk =====
export PLATFORM = sky130hd
export DESIGN_NAME = TopModule
export DESIGN_NICKNAME = TopModule
export VERILOG_FILES = /design/flow/design.v
export SDC_FILE = /design/flow/constraint.sdc
export NUM_CORES = 4
export LEC_CHECK = 1
export CORE_UTILIZATION = 40

===== design/flow/design.v =====
module ClockDivider (
    input wire clk_in,
    input wire reset,
    output reg clk_out
);
    reg [24:0] counter;
    always @(posedge clk_in or posedge reset) begin
        if (reset) begin
            counter <= 0;
            clk_out <= 0;
        end else begin
            if (counter == 25_000_000 - 1) begin 
                counter <= 0;
                clk_out <= ~clk_out;
            end else begin
                counter <= counter + 1;
            end
        end
    end
endmodule
module jkFlipFlop (
    input wire j, 
    input wire k, 
    input wire clk, 
    input wire reset,
    output reg q0, 
    output wire q1
);
always @(posedge clk or posedge reset) begin
    if (reset)
        q0 <= 0;
    else begin
        case ({j, k})
            2'b00: q0 <= q0;
            2'b01: q0 <= 1'b0;
            2'b10: q0 <= 1'b1;
            2'b11: q0 <= ~q0;
        endcase
    end
end
assign q1 = ~q0;
endmodule
module InputFlipFlop (
    input wire clk,
    input wire reset,
    input wire X1, X2,
    output wire Q1, Q2, Q3, Q4
);
wire J1, K1, J2, K2, J3, K3, J4, K4;
assign J1 = (Q3 & X2) | (Q2 & ~Q3 & X1) | (Q2 & Q4 & X1) | (~Q3 & Q4 & X1) | (~Q2 & ~Q4 & X2);
assign K1 = (Q2 & ~X1 & ~X2) | (Q3 & Q4 & ~X1 & ~X2);
assign J2 = (~Q4 & X2) | (~Q1 & Q4 & X1) | (~Q3 & Q4 & X1) | (~Q1 & Q3 & X2);
assign K2 = (Q1 & ~X1 & ~X2) | (Q3 & Q4 & ~X1 & X2);
assign J3 = Q4 & ~X1 & X2;
assign K3 = (~Q1 & X2) | (~Q4 & X2) | (~Q1 & Q4 & X1) | (Q1 & Q4 & ~X1 & ~X2);
assign J4 = (~Q2 & X1 & ~X2) | (Q3 & X1 & ~X2) | (~Q1 & Q2 & ~Q3 & ~X1 & X2);
assign K4 = (~Q1 & X1) | (~Q3 & X1) | (Q1 & Q3 & ~X1 & ~X2) | (~Q1 & Q4 & X2) | (~Q3 & Q4 & X2);
jkFlipFlop jk1 (
    .j(J1),
    .k(K1),
    .clk(clk),
    .reset(reset),
    .q0(Q1),
    .q1()
);
jkFlipFlop jk2 (
    .j(J2),
    .k(K2),
    .clk(clk),
    .reset(reset),
    .q0(Q2),
    .q1()
);
jkFlipFlop jk3 (
    .j(J3),
    .k(K3),
    .clk(clk),
    .reset(reset),
    .q0(Q3),
    .q1()
);
jkFlipFlop jk4 (
    .j(J4),
    .k(K4),
    .clk(clk),
    .reset(reset),
    .q0(Q4),
    .q1()
);
endmodule
module OutputFlipFlop (
    input wire Q1, Q2, Q3, Q4,
    output wire Z1, Z2, Z3, Z4, Z5, Z6, Z7, Z8, Z9, Z10, Z11, Z12
);
assign Z1 = Q3 | Q4 | (~Q1 & Q2) | (Q1 & ~Q2);
assign Z2 = Q3 | (~Q1 & Q2) | (Q1 & ~Q2);
assign Z3 = (~Q1 & Q2) | (Q1 & ~Q2) | (Q3 & Q4);
assign Z4 = (~Q1 & Q2) | (Q1 & ~Q2);
assign Z5 = (Q1 & ~Q2) | (Q2 & Q4) | (Q2 & Q3);
assign Z6 = (Q1 & ~Q2) | (Q2 & Q3);
assign Z7 = (Q1 & ~Q2) | (Q2 & Q3 & Q4);
assign Z8 = Q1 & ~Q2;
assign Z9 = (Q1 & Q4) | (Q1 & Q3);
assign Z10 = Q1 & Q3;
assign Z11 = Q1 & Q3 & Q4;
assign Z12 = Q1 & Q2;
endmodule
module TopModule (
    input wire clk,
    input wire reset,
    input wire X1, X2,
    output wire Z1, Z2, Z3, Z4, Z5, Z6, Z7, Z8, Z9, Z10, Z11, Z12, c1
);
wire Q1, Q2, Q3, Q4;
wire slow_clk;
ClockDivider clk_div (
    .clk_in(clk),
    .reset(reset),
    .clk_out(slow_clk)
);
assign c1 = slow_clk;
InputFlipFlop inputFF (
    .clk(slow_clk),
    .reset(reset),
    .X1(X1),
    .X2(X2),
    .Q1(Q1),
    .Q2(Q2),
    .Q3(Q3),
    .Q4(Q4)
);
OutputFlipFlop outputFF (
    .Q1(Q1),
    .Q2(Q2),
    .Q3(Q3),
    .Q4(Q4),
    .Z1(Z1),
    .Z2(Z2),
    .Z3(Z3),
    .Z4(Z4),
    .Z5(Z5),
    .Z6(Z6),
    .Z7(Z7),
    .Z8(Z8),
    .Z9(Z9),
    .Z10(Z10),
    .Z11(Z11),
    .Z12(Z12)
);
endmodule

===== design/flow/run.sh =====
#!/bin/bash
# OpenROAD 26Q1-2900-gdf79404cd8, Yosys 0.63+post, stock flow scripts
make -C /OpenROAD-flow-scripts/flow DESIGN_CONFIG=/design/flow/config.mk WORK_HOME=/design/flow/orfs finish

==> metrics.cfg <==
[grt]
gr-total-overflow=0
grt_util_all_layers=0.155
initial_antenna_violation_count=0
first_global_vias=1133
global_route_wire_length_before_repair_mm=5.15
grt_max_degree=31

[floorplanning]
floorplan_die_width_um=65.6
chip_area_sq_um=4300
fp_util=0.429
die_h_um=65.6
fp.coreArea_sq_um=3770
io_pins=17
core.rowCount=22

[final_timing]
fin_worst_hold_slack_ps=487
report.final.slew_viol_count=0
slew_headroom=0.580
maxClockFrequency_mhz=460
fin_ws_ps=1630
fin_skew_ps=3.97
unconstrained_endpoints=16
period_needed_ps=2170
timing.setup.tns_ps=0
finalHoldViolations=0
final-setup-viol-count=0
timing_worst_slew_pin_value_ps=630
post_layout_period_usage_of_the_worst_path=0.572
grt_setup_unrepaired=false
unclocked_regs=4

[power]
pwr_density_cell_nw_per_um2=247
peakVddDrop_mv=0.192
static-leakage-power_uw=0.000832

[yosys]
ys.warnings.count=2
top_cell_area_share=0.464
synth.top_cells.by_count=dfrtp_1 (30), nor2_1 (25), xnor2_1 (13), nand2_1 (12), o21ai_0 (8)
postSynthCellCount=172
yosys_register_bits=30
netlist_area_sq_um=1620
dominantRegCellSynth=dfrtp_1
netlist.top_cell.by_instances=dfrtp_1
ys_seq_frac=0.464
post_synthesis_chip_area_from_yosys_sq_um=1620
synth_async_reset_ratio=1.00
synth.lib_cells_used.distinct=39
synth_area_per_cell_sq_um=9.40
netlist_top_cells_area=dfrtp_1 (46%), xnor2_1 (7.0%), nor2_1 (5.8%)
synth-edff-count=0
synth_stat.cells=172
yosysTopAreaCell=dfrtp_1

[placed_design]
pre_cts_ws_ps=1620
gp_congestion=0.868
dp_hpwl_mm=2.11
io_buffer_count=16

[final_layout]
area_growth_syn_to_layout_pct=16.0
layout-drive-gt1-share=0.0749
filler_cells=334

[clock_tree]
cts.repair.resized=0
clockRootBuffer=clkbuf_8
cts.reportedPaths.clkPinSlew_ps=80
post_cts.repair.setup_buffers=0
tritoncts_clock_tree=yes
cts_made_buffers=3
cts-hold-fix-buffers=0
cts_max_level=1
insertion_delay_ps=260
cts_max_path_buffers=2

[worst_setup_path]
critical_path.max_stage_delay_ps=670
cp_num_buf_inv=0
startpoint_type=register
timing.critical_path.max_delay_family=simple AND/OR/NAND/NOR gates
critical_path_cell_list=or4b_2 > nor3_1 > and4_1 > nor4_1
path_max_fanout=17
critical_path.slowest_cell=or4b_2
critical_path_class=register to register
worst_setup_path_end_kind=register
cp.required_ps=3920
cp.arrival_ps=2300

[job]
drv_cap=0
log.warning_count=27

[run_status]
run_status=complete, no violations

[routing]
first_iter_violations=79
drc_errors=0
drt-pass1-iter-count=4
vias_per_cell=5.42
route.antenna.remaining_nets=0
antennaDiodeCount=0
wire_per_inst_um=12.2
detailroute.via_count=1274
wl_mm=2.87

[hold_path]
hold_path_class=register to register

==> final cells by class <==
cell class / count / area, sq um / share of cell area
multi-input cells: 128 / 808 / 0.431
flip-flops and latches: 30 / 751 / 0.400
repair buffers: 18 / 175 / 0.0934
well taps: 48 / 60.1 / 0.0320
clock buffers: 4 / 55.1 / 0.0294
inverters: 7 / 26.3 / 0.0140
==> report_power, final <==
part | total, uW | switching (uW) | internal (uW) | leakage, uW
Combinational | 15.7 | 9.90 | 5.85 | 0.000403
Clock | 170 | 77.9 | 92.4 | 0.0000288
Sequential | 276 | 0 | 276 | 0.000400
Total | 463 | 87.8 | 375 | 0.000832
==> per-stage QoR <==
step | instances | total power, uW | instance area [sq um] | utilization
final | 235 | 463 | 1880 | 0.497
after global routing | 235 | 487 | 1880 | 0.497
after CTS | 235 | 469 | 1880 | 0.497
after detailed placement | 231 | 299 | 1820 | 0.483
after global placement | 231 | 298 | 1820 | 0.483
after floorplan | 172 | 292 | 1620 | -
==> path summary, 6_finish.rpt <==
check                                         from             endpoint  slack [ps]  cells after the start
worst max-delay path            clk_div.counter[8]  clk_div.counter[18]        1630                      4
worst min-delay path            clk_div.counter[0]   clk_div.counter[0]         490                      1
worst max register to register  clk_div.counter[8]  clk_div.counter[18]        1630                      4
worst min register to register  clk_div.counter[0]   clk_div.counter[0]         490                      1
max in group asynchronous                    reset   clk_div.counter[0]        2670                      3
min in group asynchronous                    reset   clk_div.counter[4]         870                      3
==> registers in the layout (all words and copies together) (netlist names) <==
signal / cells
inputFF.jk3.q0: 1
clk_div.clk_out: 1
inputFF.jk4.q0: 1
inputFF.jk1.q0: 1
inputFF.jk2.q0: 1
clk_div.counter: 25
==> cell families (layout without fill, tap and decap cells) <==
logic type	count (synthesis)	in the layout	share of synthesized area
AND/OR/NAND/NOR	79	79	0.263
AND-OR/OR-AND	25	25	0.0968
adder cells (fa/ha/maj)	5	5	0.0372
flip-flops	30	30	0.464
buffers and inverters	14	29	0.0356
XOR/XNOR	19	19	0.103
==> cell usage in the layout (no fill, tap or decap), drive strengths merged, types with 2 or more instances in the layout <==
cell type	netlist	routed
buf	2	2
nor2	25	25
nand2b	2	2
and4	3	3
or4	3	3
ha	4	4
o22ai	2	2
clkbuf	5	4
dfrtp	30	30
nor3	5	5
o21ai	8	8
xnor2	13	13
nand3	6	6
xor2	6	6
nand2	12	12
a41oi	2	2
nand4	6	6
inv	7	7
and3	4	4
a21oi	6	6
or3	3	3
nor4	6	6
clkdlybuf4s50	0	16
==> layer usage <==
metal	global-route usage	vias up	part of all wire	wire length, um
met4	0.0136	0	0	0
met1	0.263	609	0.50	1430
met5	0	-	0	0
met3	0.0141	0	0.034	99
li1	-	638	-	-
met2	0.232	27	0.47	1340
Power is estimated from default activity; no workload was simulated.
